<file path="/design/flow/run.sh">
#!/bin/bash
# OpenROAD 26Q1-2900-gdf79404cd8, Yosys 0.63+post, stock flow scripts
make -C /OpenROAD-flow-scripts/flow DESIGN_CONFIG=/design/flow/config.mk WORK_HOME=/design/flow/orfs finish
</file>
<file path="/design/flow/config.mk">
export PLATFORM = sky130hd
export DESIGN_NAME = debouncer
export DESIGN_NICKNAME = debouncer
export VERILOG_FILES = /design/flow/design.v
export SDC_FILE = /design/flow/constraint.sdc
export NUM_CORES = 4
export LEC_CHECK = 1
export CORE_AREA = 10 10 90 90
export DIE_AREA = 0 0 100 100
</file>
<file path="/design/flow/constraint.sdc">
current_design debouncer

set clk_period 2.1
set clk_io_pct 0.2

create_clock -name clk0 -period $clk_period [get_ports {CLK50M}]

set non_clock_inputs [all_inputs -no_clocks]
set_input_delay [expr $clk_period * $clk_io_pct] -clock clk0 $non_clock_inputs
set_output_delay [expr $clk_period * $clk_io_pct] -clock clk0 [all_outputs]
</file>
<file path="/design/flow/design.v">
module debouncer(
	input logic A_noisy,
	input logic CLK50M, 
	output logic A
);
	logic [15:0] COUNT;
	parameter [15:0] COMPARE = 50_000;  
	logic t_d, t_r, Anext;
	always_ff@(posedge CLK50M)
	begin
		if(t_r)
			COUNT <= 16'd0;
		else
			COUNT <= COUNT + 16'd1;
	end
	assign t_d = (COUNT >= COMPARE);
	assign Anext = (A_noisy & t_d) | (A & ~t_d);
	always_ff@(posedge CLK50M)
		A <= Anext;
	assign t_r = t_d | (~A & ~A_noisy) | (A & A_noisy);
endmodule
</file>
==> flow_metrics.tcl <==
# implementation run metrics
set metrics [dict create \
    drt_iter0_markers 22 \
    synthArstFlopShare 0 \
    largest_reg_flops 16 \
    top_cell_area_share 0.398 \
    ys_seq_share 0.435 \
    fin_crit_sh 0.751 \
    synth_area_sq_um 806 \
    n_antenna_cell 0 \
    worst_setup_path_end_kind "flop" \
    fin_skew_ps 4.62 \
    hold_slack_ps 483 \
    outcome "finished, final reports clean" \
    gp_congestion 0.755 \
    yosysChipArea_sq_um 806 \
    ys_sh_aoi 0.0652 \
    cp.required_ps 2270 \
    h-tree-depth 1 \
    grt_pass1_wl_um 2530 \
    rsz0062_at_grt "no" \
    post_drt_wl_per_cell_um 8.10 \
    cts_setup_buffers 0 \
    hold_class "flop to flop" \
    globalRouteOverflowTotal 0 \
    antenna_found_initial 0 \
    clkSlewWorstSetupHoldPaths_ps 60 \
    path_class "primary input to flop" \
    arrival_ps 1750 \
    die_h_um 100 \
    power_leakage_nw 0.285 \
    cts_tree "done" \
    maxCapViolCount 0 \
    ys.flops 17 \
    yosys-top-cells-count "nor2_1 (17), dfxtp_1 (16), xnor2_1 (8)" \
    p_per_area_nw_per_um2 629 \
    ys_sh_xor 0.141 \
    track_usage 0.0298 \
    ff_type "dfxtp_1" \
    logic_area_sq_um 417 \
    remaining_drc_errors 0 \
    synth-simple-area-share 0.280 \
    clkLatencyLatePin_ps 250 \
    die-area_sq_um 10000 \
    core_sq_um 6280 \
    yosysTopAreaCell "dfxtp_1" \
    slew_viol_final 0 \
    synth_cell_types 27 \
    num_rows 29 \
    clock.fmax_mhz 634 \
    io_pins 3 \
    clkSinkCount 17 \
    via_per_inst 3.36 \
    worst_pin_slew_ps 512 \
    drt_pass1_iterations 4 \
    dpl.hpwl_um 954 \
    logic_family "simple AND/OR/NAND/NOR gates" \
    synth_area_per_cell_sq_um 8.95 \
    area_growth_pct 17.1 \
    yosys-top-cells-area "dfxtp_1 (40%), xnor2_1 (8.7%), nor2_1 (7.9%)" \
    drive_gt1_frac 0.0753 \
    fp_util 0.128 \
    ys_cells 90 \
    final_hold_viol_count 0 \
    ant_nets 0 \
    regArea_sq_um 350 \
    grt_pass1_vias 574 \
    drt-total-wl_um 1380 \
    fin_setup_tns_ps 0 \
    fillers 700 \
    top_cell "nor2_1" \
    finalSetupViolCount 0 \
    cts-root-buf "clkbuf_8" \
    startpoint_type "primary input" \
    num_vias 571 \
    largestRegisters "COUNT x16" \
    regMostFlops "COUNT" \
    grt_start_max_net_pins 16 \
    clock_path_buffers 2 \
    fp.dieW_um 100 \
    warnings 27 \
    vdd_drop_max_mv 0.517 \
    io_buffers 2 \
    syn_inst 90 \
    ys_warn_count 1 \
    cts_buffers 3 \
    synthAdderAreaFrac 0.0311 \
    layout_min_cycle_time_ps 1580 \
    slew_headroom 0.658 \
    ctsHoldBuffers 0 \
    cts_resized 0 \
    edf_count 1 \
    critPathMaxFanout 15 \
    ys_sh_mux 0 \
]
path summary, 6_finish.rpt:
| path | from | end | slack (ps) | cells after the start |
|---|---|---|---|---|
| worst min-delay path | COUNT[0]$_SDFF_PP0_ | COUNT[0]$_SDFF_PP0_ | 480 | 1 |
| worst max-delay path | A_noisy | COUNT[13]$_SDFF_PP0_ | 520 | 5 |
| worst min register to register | COUNT[0]$_SDFF_PP0_ | COUNT[0]$_SDFF_PP0_ | 480 | 1 |
| worst max register to register | COUNT[11]$_SDFF_PP0_ | COUNT[13]$_SDFF_PP0_ | 530 | 4 |
layer usage:
layer  share of wire  global-route usage  up-vias
met3           0.081              0.0187        2
li1                -                   -      317
met4          0.0087             0.00217        0
met5               0                   0        -
met2            0.36              0.0403       10
met1            0.54              0.0407      242
placed cells by master (no fill, tap or decap):
master and count:
or3_1 1, xor2_1 5, nand2_1 4, dfxtp_1 16, nor2_1 17, xnor2_1 8
nand4_2 1, nor4_2 1, o2111ai_1 1, a41oi_1 1, o21a_1 2, and2_2 1
clkbuf_8 3, clkbuf_1 1, edfxtp_1 1, nor4_1 1, o21ai_0 2, a21oi_1 2
and2_1 1, nor3_1 4, inv_1 4, and4_4 1, clkdlybuf4s50_1 2, nand4_1 6
ha_1 2, and3_1 1, nand3_1 4
final cells by class:
class                   count  share of cell area
clock buffers               4              0.0477
inverters                   4              0.0159
multi-input cells          66               0.442
flip-flops and latches     17               0.371
well taps                  77               0.102
repair buffers              2              0.0212
critical path: stages:
cell and delay, ps:
clkdlybuf4s50_1 490, xor2_1 150, o21a_1 150, nand2_1 310, a21oi_1 220
metrics by stage:
step | power, W | worst slack, ps | cells | util | instance area (sq um)
after floorplan | 0.000358 | 832 | 90 | - | 806
after global routing | 0.000624 | 348 | 170 | 0.150 | 943
after detailed placement | 0.000364 | 295 | 166 | 0.143 | 898
final | 0.000593 | 523 | 170 | 0.150 | 943
after global placement | 0.000364 | 307 | 166 | 0.143 | 898
after CTS | 0.000600 | 519 | 170 | 0.150 | 943
report_power, final:
group | total, W | leakage, nW | internal [W] | switching, W
sequential | 0.000336 | 0.138 | 0.000330 | 0.00000599
combinational | 0.0000207 | 0.124 | 0.00000846 | 0.0000123
clock | 0.000236 | 0.0228 | 0.000134 | 0.000102
total | 0.000593 | 0.285 | 0.000473 | 0.000120
cell families after synthesis:
group                    Yosys count
AND-OR/OR-AND                      8
XOR/XNOR                          13
adder cells (fa/ha/maj)            2
flip-flops                        17
AND/OR/NAND/NOR                   43
buffers and inverters              7
Power figures rest on the tool's default switching activity, not on a simulated workload.
